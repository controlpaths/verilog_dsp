===== design/flow/config.mk =====
export PLATFORM = sky130hd
export DESIGN_NAME = qam16_data_packet
export DESIGN_NICKNAME = qam16_data_packet
export VERILOG_FILES = /design/flow/design.v
export SDC_FILE = /design/flow/constraint.sdc
export NUM_CORES = 4
export LEC_CHECK = 1
export CORE_AREA = 10 10 106 106
export DIE_AREA = 0 0 116 116

===== design/flow/constraint.sdc =====
current_design qam16_data_packet

set clk_period 1.7
set clk_io_pct 0.2

create_clock -name clk0 -period $clk_period [get_ports {aclk}]

set non_clock_inputs [all_inputs -no_clocks]
set_input_delay [expr $clk_period * $clk_io_pct] -clock clk0 $non_clock_inputs
set_output_delay [expr $clk_period * $clk_io_pct] -clock clk0 [all_outputs]

===== design/flow/design.v =====
module qam16_data_packet (
  input aclk, 
  input resetn, 
  input [31:0] s_axis_tdata, 
  input s_axis_tvalid, 
  output s_axis_tready, 
  output reg [3:0] m_axis_tdata,
  output reg m_axis_tvalid,
  input m_axis_tready
);
  reg [2:0] packet_counter;  
  reg [31:0] s_axis_tdata_reg;  
  reg s_axis_tvalid_reg;  
  always @(posedge aclk)
    if (!resetn) begin
      m_axis_tdata <= 4'd0;
      packet_counter <= 3'd0;
      m_axis_tvalid <= 1'b0;
    end
    else 
      if (m_axis_tready && (s_axis_tvalid_reg || (packet_counter > 0))) begin
        m_axis_tdata <= s_axis_tdata_reg[5'd3+{packet_counter, 2'b00} -:4];
        packet_counter <= packet_counter + 1;
        m_axis_tvalid <= 1'b1;
      end
      else
        m_axis_tvalid <= 1'b0;
  always @(posedge aclk)
    if (!resetn) begin
      s_axis_tdata_reg <= 32'd0;
      s_axis_tvalid_reg <= 1'b0;
    end
    else 
      if (s_axis_tvalid) begin
        s_axis_tdata_reg <= s_axis_tdata;
        s_axis_tvalid_reg <= 1'b1;
      end
      else begin
        s_axis_tdata_reg <= s_axis_tdata_reg;
        s_axis_tvalid_reg <= 1'b0;
      end
  assign s_axis_tready = (!s_axis_tvalid && !s_axis_tvalid_reg && m_axis_tready && (packet_counter == 0))? 1'b1: 1'b0;
endmodule

===== design/flow/run.sh =====
#!/bin/bash
# OpenROAD 26Q1-2900-gdf79404cd8, Yosys 0.63+post, stock flow scripts
make -C /OpenROAD-flow-scripts/flow DESIGN_CONFIG=/design/flow/config.mk WORK_HOME=/design/flow/orfs finish

==> results.toml <==
# yosys + openroad results
[synthesis]
yosysTopAreaCell = "sky130_fd_sc_hd__dfxtp_1"
synth-edff-count = 0
postSynthAreaPerCell_um2 = 10.4
synth_top_flop_cell = "sky130_fd_sc_hd__dfxtp_1"
synth-cells-yosys = 169
top_post_synthesis_cells_by_area = "sky130_fd_sc_hd__dfxtp_1 47%, sky130_fd_sc_hd__mux2i_1 27%, sky130_fd_sc_hd__nor2_1 7.1%"
syn_inst = 169
synth_warnings = 1
ys_seq_elements = 41
synthArstFlopShare_pct = 0
yosys-stat-area_um2 = 1750
synth.top_cell.area_share_pct = 46.9
synth.cell_area_um2 = 1750
synth.distinct_cells = 26
ys_seq_share_pct = 46.9

[pwr]
p_clk_share_pct = 33.3
comb_power_share_pct = 16.1
internal_power_mw = 1.57
pwr-share-seq_pct = 50.6
p_switching_uw = 486
switching_share_pct = 23.6
cell_leakage_power_nw = 0.994
vdd_ir_drop_max_mv = 0.369
total_power_mw = 2.06
pwrdens_nw_per_um2 = 846

[floorplan]
core_um2 = 8850
ioPinCount = 42
die.size.y_um = 116
die_area_um2 = 13500
dieWidth_um = 116
core_util_floorplan_pct = 19.8
row_count = 34

[status]
failed_checks = "negative setup slack"
outcome = "finished with violations"

[grt]
grt_util_all_layers_pct = 6.74
gr-total-overflow = 0
grt_max_degree = 34
grt_pass1_vias = 1366
antenna_found_initial = 0
grt_pass1_wl_um = 7060

[drt]
highest_layer = "met4"
drt-vias-per-instance = 4.05
detail-route-antenna-nets = 0
routedLengthMet1_um = 2130
wirelength_um = 4500
remaining_drc_errors = 0
routed_wire_length_per_instance_um = 13.8
route.met3.wl_um = 372
starting_drt_drc_count = 62
num_vias = 1324
antenna-diode-count = 0
met2_wirelength_um = 1950
drt_first_pass_iters = 4

[cells_and_area]
lay_top_cells = "48 x sky130_fd_sc_hd__mux2i_1, 39 x sky130_fd_sc_hd__clkdlybuf4s50_1, 39 x sky130_fd_sc_hd__dfxtp_1"
layout.cells.most_common = "sky130_fd_sc_hd__mux2i_1"
final_layout_size_suffix_gt1_share_pct = 14.2
max_ffs_per_register = 32
area_delta_synth_final_pct = 39.3
nFillCells = 932
finish.utilization_pct = 27.5

[job]
drv_cap = 0
warnings = 29

[setup_path]
cp_data_required_time_ns = 1.36
cpLargestDelayFamily = "simple AND/OR/NAND/NOR gates"
startpoint_type = "register"
cp-end-kind = "primary output"
worstPathArrival_ns = 1.37
crit_buf_inv = 2
crit_chain = "inv_4 -> ha_4 -> or3b_4 -> nor3_2 -> buf_2"
critical_path_peak_fanout = 2
worstSetupPathType = "register to primary output"
critical_path.max_stage_delay_ns = 0.37
cp_slowest_cell = "sky130_fd_sc_hd__or3b_4"

[final_timing]
slew-limit-headroom_pct = 61.7
tns_ns = -0.00998
final.setup.worst_slack_ns = -0.00998
setup_viol = 1
max_clock_freq_mhz = 585
rsz0062_at_grt = "yes"
final_hold_viol_count = 0
finalMaxSlewViolations = 0
transition_time_of_the_tightest_slew_check_pin_ns = 0.575
final.setup_skew_ns = 0.00286
finalWorstPathRequiredPeriod_ns = 1.71
layout_worst_path_cycle_share_pct = 101
holdWs_ns = 0.496

[clock_tree]
clk_root_buffer_cell = "sky130_fd_sc_hd__clkbuf_8"
total_clock_buffers_created_by_cts = 5
clock_tree_from_tritoncts = "yes"
clock_path_buffers = 2
cts.sink_count = 41
htree_num_levels = 2
ctsHoldBuffers = 0
clk_pin_slew_worst_paths_ns = 0.07
worstSkewPairLatency_ns = 0.29

[placed_design]
globalplace.congestion = 0.713
place_ws_ns = -0.159
numPortBuffers = 41

[hold_path]
worstHoldPathType = "register to register"
-- path summary, 6_finish.rpt --
path                         from  cells after the start  slack (ns)                   end
min reg2reg  s_axis_tdata_reg[21]                      2        0.50  s_axis_tdata_reg[21]
max             packet_counter[0]                      5       -0.01         s_axis_tready
min          s_axis_tdata_reg[21]                      2        0.50  s_axis_tdata_reg[21]
max reg2reg     packet_counter[0]                      7        0.04       m_axis_tdata[2]
-- stage by stage --
step | std cells | cell area [um^2]
after floorplan | 169 | 1770
after global placement | 315 | 2290
after detailed placement | 315 | 2290
after CTS | 324 | 2410
after global routing | 327 | 2440
final | 327 | 2440
-- cell usage after synthesis (all sizes together) (2+ instances only) --
library cell,instances
ha,2
nor2,33
dfxtp,41
and2,2
a22oi,8
buf,7
a32o,4
inv,4
mux2i,48
a21oi,4
clkbuf,4
and3,2
-- worst register-to-register path: stages, from the launching register on --
cell	delay (ns)
sky130_fd_sc_hd__dfxtp_2	0.34
sky130_fd_sc_hd__inv_4	0.06
sky130_fd_sc_hd__ha_4	0.11
sky130_fd_sc_hd__or3b_4	0.37
sky130_fd_sc_hd__buf_4	0.14
sky130_fd_sc_hd__buf_4	0.15
sky130_fd_sc_hd__and3_4	0.17
sky130_fd_sc_hd__a32o_1	0.21
-- logic make-up after synthesis --
group / share of synthesized area (%)
compound gates: 8.23
fa+ha+maj: 1.43
buf+inv: 4.79
flops: 46.9
mux: 27.5
simple gates: 11.2
-- layout make-up --
class,instances,area [um^2],area share [%]
Multi-Input combinational cell,112,865,35.5
Inverter,5,21.3,0.873
Sequential cell,41,823,33.8
Clock buffer,7,96.3,3.95
Timing Repair Buffer,53,490,20.1
Tap cell,108,135,5.55
Clock inverter,1,5.00,0.205
-- repair_timing --
action | in CTS | in global routing
gates cloned | 0 | 0
setup buffers | 1 | 3
pin swaps | 1 | 1
gates resized | 7 | 2
endpoints found under the setup margin | 1 | 5
-- power by group through the flow --
stage     registers [mW]  clock network, mW  logic [mW]
6_report            1.04              0.686       0.332
4_1_cts             1.04              0.718       0.328
5_1_grt             1.05              0.763       0.370
-- layer usage --
layer | GRT usage, % | up-vias
met5 | 0 | -
met4 | 0.917 | 0
met3 | 2.46 | 7
met2 | 10.2 | 39
met1 | 9.27 | 586
li1 | - | 692
No activity file was given, so power comes from the tool's default toggle rates.
