==> /design/flow/design.v <==
module qam16_data_generator (
  input aclk, 
  input resetn, 
  output reg [31:0] m_axis_tdata,
  output reg m_axis_tvalid,
  input m_axis_tready
);
  reg [63:0] data64;  
  always @(posedge aclk)
    if (!resetn) begin
      m_axis_tdata <= 32'd0;
      m_axis_tvalid <= 1'b0;
      data64 <= 64'd0;
    end 
    else 
      if (m_axis_tready) begin
        m_axis_tvalid <= 1'b1;
        m_axis_tdata <= data64[47-:32];
      end
      else begin
        m_axis_tvalid <= 1'b0;
        data64 <= data64 - 64'd44444;
      end
endmodule
==> /design/flow/run.sh <==
#!/bin/bash
# OpenROAD 26Q1-2900-gdf79404cd8, Yosys 0.63+post, stock flow scripts
make -C /OpenROAD-flow-scripts/flow DESIGN_CONFIG=/design/flow/config.mk WORK_HOME=/design/flow/orfs finish
==> /design/flow/config.mk <==
export PLATFORM = sky130hd
export DESIGN_NAME = qam16_data_generator
export DESIGN_NICKNAME = qam16_data_generator
export VERILOG_FILES = /design/flow/design.v
export SDC_FILE = /design/flow/constraint.sdc
export NUM_CORES = 4
export LEC_CHECK = 1
export CORE_UTILIZATION = 30
==> /design/flow/constraint.sdc <==
current_design qam16_data_generator

set clk_period 9.1
set clk_io_pct 0.2

create_clock -name clk0 -period $clk_period [get_ports {aclk}]

set non_clock_inputs [all_inputs -no_clocks]
set_input_delay [expr $clk_period * $clk_io_pct] -clock clk0 $non_clock_inputs
set_output_delay [expr $clk_period * $clk_io_pct] -clock clk0 [all_outputs]
==> summary.txt <==
The following summarizes the physical implementation.

Synthesis
The count of flip-flops with a built-in enable after synthesis is 0. The most instantiated flip-flop cell in the synthesis netlist is dfxtp_1. The post-synthesis cell count is 366. Synthesis instantiated 50 different standard cells from the library.

Yosys reports a chip area of 3433 um2. Averaged over all synthesized cells, the footprint is 9.381 um2. After synthesis the netlist holds a flip-flop and latch count of 79. The yosys cell count is 366. In this run the cell area of the synthesized design comes to 3433 um2. Warnings reported by Yosys during synthesis add up to 1.

The fraction of the yosys area taken by sequential cells is 46.06%. The cell type that accounts for the most area after synthesis is dfxtp_1. The async set-reset flop share out of synthesis is 0%. Sorting the synthesized cells by area gives the leading types as dfxtp_1, mux2i_1, nor2_1. The top-area cell type share of the netlist area is 46.06%.

Timing
The setup total negative slack is 0 ns. Counting endpoints that fail hold in the final report gives 0. The smallest hold slack is 0.4889 ns.

Across the routed clock network, the largest skew measured is 0.006552 ns. The transition at the pin with the smallest max-transition slack is 0.7302 ns. Pins over their slew limit in the final report were tallied at 0. The headroom to the max-slew limit is 51.32%.

The time the final worst path needs with I/O delays and setup is 4.008 ns. The final number of setup-violating endpoints is 0. The final worst-path cycle share is 44.04%.

Setup repair after global routing left no endpoint under its margin. The achievable clock frequency is 249.5 MHz.

Finish
The flow measured a signed area growth from synthesis to layout of 21.94%. Leaving out fill and tap cells, the most frequent cells in the layout are dfxtp_1, nor2_1, mux2i_1. Per the layout report, the design carries 1070 filler cells. The post-route netlist has 8.020% of its cells at a drive strength greater than 1.

With fillers left out, the area of the finished cells amounts to 4187 um2. The library cell used most frequently in the layout, excluding fill and tap cells, is dfxtp_1.

Placed design
The final HPWL from detailed placement is 4418 um. The placement stage leaves a total instance area of 3902 um2. The number of input and output port buffers inserted is 35. The placer's final routability congestion estimate is 0.7671.

Routing
The number of antenna cells inserted is 0. The number of design-rule violations left by the first detailed-router iteration is 122. The count of nets left with antenna violations once routing finished came out at 0. The final routed DRC violation total is 0. The average wire per standard cell is 12.98 um. The number of vias in the routed layout is 2660. The via count normalized by instance count is 4.935. The iteration tally of the first detailed-router pass is 4.

The sum of routed wire length over all layers is 6995 um.

Worst hold path
In this run the most critical hold path is launched from data64[26]. The end point of the most critical hold path is data64[26]. The worst hold path was traced through 2 stages. The most critical min-delay path falls under reg2reg.

Clock tree
The count of clock tree sinks is 79. The clock slew at the register clock pins of the worst setup and hold paths is 0.06 ns. The number of hold buffers added after cts is 0.

Post-CTS repair ended up resizing 0 cells. At the later pin of the worst-skew pair, clock insertion delay measures 0.33 ns. TritonCTS built the clock tree. Per the CTS log, the root buffer master is clkbuf_16. The number of setup buffers added after CTS is 0. The number of buffers between clock root and the deepest sink is 2. The CTS report gives the tree buffer count as 9.

Looking at the clock tree report, the H-tree level count equals 3.

GRT
The initial antenna violation count is 0. In the global route stage, met2 resource usage came out at 20.62%. The via count of the first global-routing pass is 2522. The met1 track demand over resource is 18.43%. The first global-routing pass estimated 11960 um of wire. The maximum number of pins on one net before global-route repair is 53. Per the GRT log, the top usage layer is met2. Routing resource usage on met3 recorded by global route was 3.169%. After global routing the overflow that remains totals 0. Global routing used 12.83% of the available tracks across all layers.

Floorplan
The top-level port count is 36. In this run the full chip footprint comes out at 11880 um2. The share of the core area taken by cells at floorplan is 31.26%.

The total area inside the core boundary comes to 10980 um2. The initialized floorplan defines 38 standard-cell rows. The horizontal die dimension is 109.0 um. From bottom edge to top edge, the die measures 109.0 um.

Critical path
The kind of end point of the critical path is a flop. STA lists the maximum fanout along the critical path as 52. The endpoint identified for the worst register-to-register timing path is data64[45]. Measured in cells, the most critical reg-to-reg path has a length of 5.

The data required time of the critical path is 9.36 ns. The kind of critical path is in2reg. In this run the critical register-to-register path is launched from data64[18].

The reg-to-reg setup timing slack is 6.51 ns. The data arrival time reported for the critical path is 4.27 ns. The worst setup path is launched from an input port.

Pwr
The power density over the cells is 248.5 nW/um2. For this design the static power due to leakage is 1.594 nW. The worst voltage drop across the vdd grid is 0.1659 mV.

Flow run
The stage logs contain a warning count of 25. The run reported a max-capacitance violation count of 0.

Run status
The run finished with clean final reports.
-- how the worst max path moves through the flow --
stage	start	endpoint	slack [ns]	depth (start not counted)
after CTS	m_axis_tready	data64[45]	5.07	7
after global routing	m_axis_tready	data64[31]	4.93	7
final	m_axis_tready	data64[45]	5.09	7
-- power breakdown --
part | leakage [nW] | internal (mW) | total (mW) | switching (mW)
registers | 0.643 | 0.393 | 0.443 | 0.0504
clock network | 0.140 | 0.204 | 0.336 | 0.132
logic | 0.810 | 0.121 | 0.261 | 0.140
total | 1.59 | 0.718 | 1.04 | 0.322
-- worst max-delay path, stage by stage --
cell,delay (ns)
buf_2,0.09
buf_4,0.32
a211o_1,0.36
or4_1,0.67
a211oi_4,0.43
or4b_1,0.46
o21ai_0,0.07
-- final cells by class --
| class | count | area [um2] | share of cell area, % |
|---|---|---|---|
| clock inverter | 3 | 17.52 | 0.4184 |
| inverter | 1 | 3.754 | 0.08966 |
| tap | 140 | 175.2 | 4.184 |
| sequential | 79 | 1582 | 37.78 |
| timing repair buffer | 41 | 390.4 | 9.325 |
| multi-input combinational | 263 | 1752 | 41.84 |
| clock buffer | 12 | 266.5 | 6.366 |
-- registers in the layout, indices dropped and copies added (netlist names) --
name           flops
data64            46
m_axis_tdata      32
m_axis_tvalid      1
-- through the flow --
step | total power [mW] | setup WS, ns | utilization, % | instances
CTS | 1.055 | 5.065 | 38.12 | 539
global route | 1.107 | 4.925 | 38.12 | 539
finish | 1.040 | 5.092 | 38.12 | 539
floorplan | 0.6482 | 5.387 | - | 366
detailed placement | 0.7114 | 4.738 | 35.53 | 524
global placement | 0.7085 | 4.785 | 35.53 | 524
-- Yosys cell counts, types with 2 or more instances --
cell type / n
a2111oi_2: 2
dfxtp_1: 79
buf_1: 4
or4_1: 14
or3_1: 6
mux2i_1: 41
or4_4: 2
o211ai_1: 6
a21o_1: 2
o31ai_1: 5
a31oi_1: 2
clkbuf_1: 16
o21ai_0: 8
a211o_1: 2
nor3b_1: 3
and2_1: 2
nand2_1: 21
xor2_1: 5
a21oi_1: 20
nor2_1: 59
or4b_1: 2
nor2b_1: 5
buf_2: 2
nor3_1: 3
nor4_1: 5
a211oi_1: 6
xnor2_1: 14
nand2b_1: 8
-- routing by layer --
layer | wire length, um | up-vias
met2 | 3125 | 49
li1 | - | 1367
met4 | 85 | 0
met5 | 0 | -
met1 | 3469 | 1237
met3 | 315 | 7
-- kinds of logic after synthesis --
| logic type | count (synthesis) | share of synthesized area [%] |
|---|---|---|
| AND-OR/OR-AND | 65 | 13.38 |
| XOR/XNOR | 19 | 4.847 |
| adder cells (fa/ha/maj) | 1 | 0.3644 |
| buffers and inverters | 24 | 2.915 |
| flip-flops | 79 | 46.06 |
| multiplexers | 41 | 11.95 |
| AND/OR/NAND/NOR | 137 | 20.48 |
Power is estimated from default activity; no workload was simulated.
