==> /design/flow/design.v <==
module qam16_data_upsampler #(
  parameter upsampling_factor = 10,
  parameter prescaler_factor = 1000
  )(
  input aclk, 
  input resetn, 
  input [3:0] s_axis_tdata, 
  input s_axis_tvalid, 
  output s_axis_tready, 
  output reg [15:0] m_axis_real_tdata,
  output reg m_axis_real_tvalid,
  input m_axis_real_tready,
  output reg [15:0] m_axis_imag_tdata,
  output reg m_axis_imag_tvalid,
  input m_axis_imag_tready
  );
  localparam modulation_gain = 16'd5000;
  reg [1:0] qam16_upsampler_state;  
  reg [$clog2(upsampling_factor):0] upsampling_counter;  
  reg [$clog2(prescaler_factor):0] prescaler_counter;  
  reg [15:0] modulation_real_dict [15:0];  
  reg [15:0] modulation_imag_dict [15:0];  
  initial begin
    modulation_real_dict[0] <= -16'sd3 * modulation_gain;
    modulation_real_dict[1] <= -16'sd1 * modulation_gain;
    modulation_real_dict[2] <= 16'sd3 * modulation_gain;
    modulation_real_dict[3] <= 16'sd1 * modulation_gain;
    modulation_real_dict[4] <= -16'sd3 * modulation_gain;
    modulation_real_dict[5] <= -16'sd1 * modulation_gain;
    modulation_real_dict[6] <= 16'sd3 * modulation_gain;
    modulation_real_dict[7] <= 16'sd1 * modulation_gain;
    modulation_real_dict[8] <= -16'sd3 * modulation_gain;
    modulation_real_dict[9] <= -16'sd1 * modulation_gain;
    modulation_real_dict[10] <= 16'sd3 * modulation_gain;
    modulation_real_dict[11] <= 16'sd1 * modulation_gain;
    modulation_real_dict[12] <= -16'sd3 * modulation_gain;
    modulation_real_dict[13] <= -16'sd1 * modulation_gain;
    modulation_real_dict[14] <= 16'sd3 * modulation_gain;
    modulation_real_dict[15] <= 16'sd1 * modulation_gain;
  end
  initial begin
    modulation_imag_dict[0] <= -16'sd3 * modulation_gain;
    modulation_imag_dict[1] <= -16'sd3 * modulation_gain;
    modulation_imag_dict[2] <= -16'sd3 * modulation_gain;
    modulation_imag_dict[3] <= -16'sd3 * modulation_gain;
    modulation_imag_dict[4] <= -16'sd1 * modulation_gain;
    modulation_imag_dict[5] <= -16'sd1 * modulation_gain;
    modulation_imag_dict[6] <= -16'sd1 * modulation_gain;
    modulation_imag_dict[7] <= -16'sd1 * modulation_gain;
    modulation_imag_dict[8] <= 16'sd3 * modulation_gain;
    modulation_imag_dict[9] <= 16'sd3 * modulation_gain;
    modulation_imag_dict[10] <= 16'sd3 * modulation_gain;
    modulation_imag_dict[11] <= 16'sd3 * modulation_gain;
    modulation_imag_dict[12] <= 16'sd1 * modulation_gain;
    modulation_imag_dict[13] <= 16'sd1 * modulation_gain;
    modulation_imag_dict[14] <= 16'sd1 * modulation_gain;
    modulation_imag_dict[15] <= 16'sd1 * modulation_gain;
  end
  always @(posedge aclk)
    if (!resetn) begin
      qam16_upsampler_state <= 2'b00;
      upsampling_counter <= 0;
      m_axis_real_tdata <= 14'd0;
      m_axis_imag_tdata <= 14'd0;
      m_axis_real_tvalid <= 1'b0;
      m_axis_imag_tvalid <= 1'b0;
      prescaler_counter <= 1'b0;
    end
    else 
      case (qam16_upsampler_state)
        2'b00: begin  
          if (s_axis_tvalid) qam16_upsampler_state <= 2'b01;
          else qam16_upsampler_state <= 2'b00;
          upsampling_counter <= 0;
          m_axis_real_tdata <= 14'd0;
          m_axis_imag_tdata <= 14'd0;
          m_axis_real_tvalid <= 1'b0;
          m_axis_imag_tvalid <= 1'b0;
          prescaler_counter <= 0;
        end
        2'b01: begin  
          if (m_axis_real_tready && m_axis_imag_tready && (upsampling_counter < upsampling_factor)) qam16_upsampler_state <= 2'b10;
          else if (m_axis_real_tready && m_axis_imag_tready && (upsampling_counter == upsampling_factor)) qam16_upsampler_state <= 2'b00;
          else qam16_upsampler_state <= 2'b01;
          upsampling_counter <= upsampling_counter;
          m_axis_real_tdata <= m_axis_real_tdata;
          m_axis_imag_tdata <= m_axis_imag_tdata;
          m_axis_real_tvalid <= 1'b0;
          m_axis_imag_tvalid <= 1'b0;
          prescaler_counter <= 0;
        end
        2'b10: begin  
          qam16_upsampler_state <= 2'b11;
          upsampling_counter <= upsampling_counter + 1;
          m_axis_real_tdata <= (upsampling_counter == 0)? modulation_real_dict[s_axis_tdata]:16'd0;
          m_axis_imag_tdata <= (upsampling_counter == 0)? modulation_imag_dict[s_axis_tdata]:16'd0;
          m_axis_real_tvalid <= 1'b1;
          m_axis_imag_tvalid <= 1'b1;
          prescaler_counter <= 0;
        end
        2'b11: begin  
          if (prescaler_counter == prescaler_factor) qam16_upsampler_state <= 2'b01;
          else qam16_upsampler_state <= 2'b11;
          m_axis_real_tvalid <= 1'b0;
          m_axis_imag_tvalid <= 1'b0;
          prescaler_counter <= prescaler_counter +1;
        end
      endcase
  assign s_axis_tready = (s_axis_tvalid || (qam16_upsampler_state != 2'b00))? 1'b0: 1'b1;
endmodule
==> /design/flow/run.sh <==
#!/bin/bash
# OpenROAD 26Q1-2900-gdf79404cd8, Yosys 0.63+post, stock flow scripts
make -C /OpenROAD-flow-scripts/flow DESIGN_CONFIG=/design/flow/config.mk WORK_HOME=/design/flow/orfs finish
==> /design/flow/config.mk <==
export PLATFORM = sky130hd
export DESIGN_NAME = qam16_data_upsampler
export DESIGN_NICKNAME = qam16_data_upsampler
export VERILOG_FILES = /design/flow/design.v
export SDC_FILE = /design/flow/constraint.sdc
export NUM_CORES = 4
export LEC_CHECK = 1
export CORE_AREA = 10 10 114 114
export DIE_AREA = 0 0 124 124
==> /design/flow/constraint.sdc <==
current_design qam16_data_upsampler

set clk_period 1.9
set clk_io_pct 0.2

create_clock -name clk0 -period $clk_period [get_ports {aclk}]

set non_clock_inputs [all_inputs -no_clocks]
set_input_delay [expr $clk_period * $clk_io_pct] -clock clk0 $non_clock_inputs
set_output_delay [expr $clk_period * $clk_io_pct] -clock clk0 [all_outputs]
==> results.rst <==
Metrics
=======

.. list-table::
   :header-rows: 1

   * - Metric
     - Value
   * - Run status
     - complete, no violations
   * - Share of cells above drive strength 1
     - ~7.0%
   * - Unique masters post-synth
     - 35
   * - Seq share, synth
     - about 41%
   * - I/O Buffers
     - 37
   * - Depth of the worst hold-timing path
     - 1
   * - Slack of the worst reg-to-reg path
     - 390 ps
   * - Maximum Capacitance Violations
     - 0
   * - Master cell of the clock root buffer
     - sky130_fd_sc_hd__clkbuf_8
   * - Startpoint of the lowest-slack hold path
     - m_axis_real_tdata[8]
   * - Post-synthesis instance total
     - about 150
   * - Clock Latency Late Sink
     - roughly 280 ps
   * - Pwr/cell area
     - around 620 mW/mm²
   * - Count of yosys warnings during synthesis
     - 1
   * - WP data arrival
     - 1420 ps
   * - Global routing usage on met2
     - slightly above 5%
   * - Final Wtd Congestion
     - 0.779
   * - Number of clock sinks
     - 28
   * - Minimum clock period after layout
     - 1800 ps
   * - Core area
     - around 0.010 mm²
   * - Post-cts hold-fix buffer tally
     - 0
   * - Num CTS Buffers
     - 3
   * - Overall track demand over capacity in global routing
     - around 3.7%
   * - Total vias in the final route
     - about 1,000
   * - Worst slack at placement
     - 53.1 ps
   * - Area taken by flip-flops and latches
     - between 500 and 600 µm²
   * - Number of rows in the core area
     - 37
   * - CP max-delay cell
     - sky130_fd_sc_hd__clkdlybuf4s50_1
   * - DR iter-0 viols
     - 32
   * - Netlist area before placement
     - around 0.0014 mm²
   * - Highest fanout seen on the critical path
     - 2
   * - Global route hottest layer
     - met1
   * - Launching element type of the critical path
     - primary input
   * - Number of design rule violations left after detail routing
     - 0
   * - Chip Width
     - 124 µm
   * - Final Skew
     - a little over 9 ps
   * - Setup TNS
     - 0 ps
   * - HPWL reported at the end of detailed placement
     - 2.32 mm
   * - Syn avg cell area
     - slightly above 9 µm²
   * - Number of global-route vias before repair
     - ~1,000
   * - Worst R2R End
     - qam16_upsampler_state[1]
   * - Maximum number of pins on one net before global-route repair
     - 17
   * - Number of routed nets with antenna violations
     - 0
   * - GRT met3 Usage
     - ~1.3%
   * - 1st-pass router iterations
     - 4
   * - Worst Path Required
     - between 1500 and 2000 ps
   * - CTS tree
     - done
   * - Highest clock frequency the design can meet
     - 557 MHz
   * - Number of antenna violations at the first check in global routing
     - 0
   * - Maximum cell stage delay along the critical path
     - between 400 and 500 ps
   * - Number of antenna diodes
     - 0
   * - Worst setup path class
     - primary input to primary output
   * - Grt met1 use
     - 5.57%
   * - Area of the synthesized netlist per yosys stat
     - about 0.0014 mm²
   * - First-pass GRT wire length
     - roughly 4.7 mm
   * - Hold endpoint
     - m_axis_real_tdata[8]
   * - Leakage
     - just over 0.6 nW
   * - Worst-case clock buffer depth
     - 2
   * - Floorplan die area
     - roughly 0.015 mm²
   * - Cell type with the highest occurrence count on the critical path
     - sky130_fd_sc_hd__clkdlybuf4s50_1
   * - Ordered cell list for the critical path
     - clkdlybuf4s50_1 > nor3_2 > clkdlybuf4s50_1
   * - Ports placed on the boundary
     - 44
   * - Post-detailed-routing wire length
     - 2.98 mm
   * - Worst Setup Slack, final
     - ~100 ps
   * - Class of the tightest hold or removal check
     - flip-flop to flip-flop
   * - Logic area
     - 622 µm²
   * - Fin crit share
     - around 94%
   * - Grt ovf
     - 0
   * - PostCTS Resize Cnt
     - 0
   * - Clk slew on worst S/H paths
     - approximately 90 ps
   * - Layout area overhead
     - 33.0%
   * - Number of warnings the tools reported
     - 28
   * - Start of the worst register-to-register path
     - prescaler_counter[0]
   * - Detail-routed via count per cell
     - between 3 and 4
   * - Kind of capture point of the worst setup path
     - primary output
   * - Die Y-Extent
     - between 100 and 150 µm
   * - Final setup violation count
     - 0
   * - CTS H-Tree Depth
     - 1
   * - WL/cell
     - 9.66 µm
   * - Count of final hold-check violations
     - 0
   * - Count of instantiated cells in the yosys netlist
     - between 150 and 200
   * - Setup Buffers After CTS
     - 0
   * - Fraction of the core area occupied by cells at floorplan
     - between 10% and 20%
   * - Slew Viols, Final
     - 0
   * - RSZ-0062 raised after global routing
     - false
   * - Number of synthesized register bits
     - 28
   * - Depth of the worst register-to-register path
     - 5
   * - FILL cells
     - approximately 1,200
   * - Max IR drop VDD
     - 0.000257 V
area by class of cell:
type                            instances  area share, %
Timing Repair Buffer                   39           21.0
Tap cell                              136           9.26
Sequential cell                        28           30.6
Inverter                                7           1.43
Clock inverter                          1           1.63
Clock buffer                            3           2.25
Multi-Input combinational cell         94           33.9
cells in the mapped netlist:
library cell	count	area, µm²
sky130_fd_sc_hd__a21oi_1	7	35.0
sky130_fd_sc_hd__nand4_4	1	21.3
sky130_fd_sc_hd__o31ai_1	3	22.5
sky130_fd_sc_hd__xor2_1	4	35.0
sky130_fd_sc_hd__inv_1	7	26.3
sky130_fd_sc_hd__nor4b_2	1	15.0
sky130_fd_sc_hd__xnor2_1	4	35.0
sky130_fd_sc_hd__buf_1	1	3.75
sky130_fd_sc_hd__nand3_1	4	20.0
sky130_fd_sc_hd__a311oi_1	1	8.76
sky130_fd_sc_hd__nor3_1	3	15.0
sky130_fd_sc_hd__nand4b_1	2	17.5
sky130_fd_sc_hd__nor2_1	8	30.0
sky130_fd_sc_hd__buf_2	1	5.00
sky130_fd_sc_hd__nand4_1	2	12.5
sky130_fd_sc_hd__nor2b_1	3	18.8
sky130_fd_sc_hd__clkbuf_1	2	7.51
sky130_fd_sc_hd__and3b_1	2	17.5
sky130_fd_sc_hd__conb_1	1	3.75
sky130_fd_sc_hd__or4b_2	1	10.0
sky130_fd_sc_hd__or4_1	3	22.5
sky130_fd_sc_hd__or3_1	1	6.26
sky130_fd_sc_hd__nand2b_1	1	6.26
sky130_fd_sc_hd__dfxtp_1	28	561
sky130_fd_sc_hd__and2_1	2	12.5
sky130_fd_sc_hd__a22o_1	1	8.76
sky130_fd_sc_hd__or3_2	1	7.51
sky130_fd_sc_hd__nand2_1	12	45.0
sky130_fd_sc_hd__ha_1	5	62.6
sky130_fd_sc_hd__buf_4	24	180
sky130_fd_sc_hd__o21ai_0	9	45.0
sky130_fd_sc_hd__o41ai_1	1	8.76
sky130_fd_sc_hd__a32o_1	4	40.0
sky130_fd_sc_hd__and3_1	1	6.26
sky130_fd_sc_hd__o311ai_0	1	8.76
worst max path at each step:
stage	from	endpoint	slack (ps)	cells after the start
global route	qam16_upsampler_state[1]	s_axis_tready	20	2
CTS	qam16_upsampler_state[0]	s_axis_tready	9	2
finish	s_axis_tvalid	s_axis_tready	100	3
registers in the layout, summed over array words and instances, names as in the netlist:
signal,cells
m_axis_imag_tdata,5
m_axis_imag_tvalid,1
qam16_upsampler_state,2
upsampling_counter,5
m_axis_real_tdata,4
prescaler_counter,11
worst max-delay path, delay by kind of cell:
kind | cells | cell delay (ps)
buf+inv | 2 | 900
simple gates | 1 | 130
logic make-up after synthesis:
| family | synth area share, % |
|---|---|
| simple gates | 20.6 |
| buf+inv | 16.1 |
| flops | 40.6 |
| compound gates | 12.9 |
| xor+xnor | 5.07 |
| fa+ha+maj | 4.53 |
| other cells | 0.271 |
cell usage in the layout, fill, tap and decap left out, drive strengths merged, types with 4 or more instances in the layout:
| cell type | synthesis | final |
|---|---|---|
| conb | 1 | 6 |
| nand2 | 12 | 12 |
| inv | 7 | 7 |
| o21ai | 9 | 9 |
| nand3 | 4 | 4 |
| a32o | 4 | 4 |
| xnor2 | 4 | 4 |
| dfxtp | 28 | 28 |
| nor2 | 8 | 8 |
| xor2 | 4 | 4 |
| ha | 5 | 5 |
| clkdlybuf4s50 | 0 | 37 |
| a21oi | 7 | 7 |
through the flow:
stage	hold WS [ps]	utilization, %	cells	power [mW]	area [µm²]
2_1_floorplan	419	-	157	0.650	1400
3_3_place_gp	451	16.9	304	0.681	1760
3_5_place_dp	453	16.9	304	0.682	1760
4_1_cts	477	17.6	308	1.16	1830
5_1_grt	498	17.6	308	1.18	1840
6_report	473	17.6	308	1.14	1840
layer usage:
layer / share of wire (%) / routed length [µm]
met5: 0 / 0
met2: 35 / 1040
met3: 11 / 325
met4: 0.47 / 14
met1: 54 / 1600
power breakdown:
part	internal, mW	total (mW)	leakage [nW]	switching (mW)
Combinational	0.0424	0.0659	0.347	0.0235
Sequential	0.593	0.603	0.226	0.0102
Clock	0.282	0.471	0.0357	0.189
Total	0.917	1.14	0.609	0.222
No activity file was given, so power comes from the tool's default toggle rates.
